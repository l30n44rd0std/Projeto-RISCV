**./config.mk**
```make
export PLATFORM = sky130hd
export DESIGN_NAME = top
export DESIGN_NICKNAME = top
export VERILOG_FILES = /design/flow/design.v
export SDC_FILE = /design/flow/constraint.sdc
export NUM_CORES = 4
export LEC_CHECK = 1
export CORE_UTILIZATION = 40
export SYNTH_HDL_FRONTEND = slang
```
**./constraint.sdc**
```tcl
current_design top

set clk_period 4.1
set clk_io_pct 0.2

create_clock -name clk0 -period $clk_period [get_ports {clk}]

set non_clock_inputs [all_inputs -no_clocks]
set_input_delay [expr $clk_period * $clk_io_pct] -clock clk0 $non_clock_inputs
set_output_delay [expr $clk_period * $clk_io_pct] -clock clk0 [all_outputs]
```
**./design.v**
```verilog
module alu(
    input logic [31:0] a,
    input logic [31:0] b,
    input logic [2:0] aluControl,
    output logic [31:0] result
);
    always_comb begin
        case (aluControl)
            3'b000: result = a + b;          
            3'b001: result = a - b;          
            3'b010: result = a & b;          
            3'b011: result = a | b;          
            3'b100: result = a ^ b;          
            default: result = 32'd0;
        endcase
    end
endmodule
module control_unit(
    input logic [6:0] opcode,
    output logic regWrite,
    output logic aluSrc,
    output logic memRead,
    output logic memWrite,
    output logic [2:0] aluControl
);
    always_comb begin
        regWrite = 0;
        aluSrc = 0;
        memRead = 0;
        memWrite = 0;
        aluControl = 3'b000;
        case (opcode)
            7'b0110011: begin  
                regWrite = 1;
                aluControl = 3'b000;
            end
            7'b0010011: begin  
                regWrite = 1;
                aluSrc = 1;
                aluControl = 3'b000;
            end
            7'b0000011: begin  
                regWrite = 1;
                aluSrc = 1;
                memRead = 1;
                aluControl = 3'b000;
            end
            7'b0100011: begin  
                aluSrc = 1;
                memWrite = 1;
                aluControl = 3'b000;
            end
        endcase
    end
endmodule
module datapath(
    input logic clk,
    input logic reset,
    output logic [31:0] pc,
    output logic [31:0] instr
);
    logic regWrite, aluSrc, memRead, memWrite;
    logic [2:0] aluControl;
    logic [31:0] imm, rd1, rd2, aluB, aluResult, memOut;
    assign pc = pc_reg;
    logic [31:0] pc_reg = 0;
    instruction_memory im(.addr(pc_reg), .instr(instr));
    immediate_generator ig(.instr(instr), .imm(imm));
    control_unit cu(.opcode(instr[6:0]), .*); 
    regfile rf(.clk, .we(regWrite), .rs1(instr[19:15]), .rs2(instr[24:20]),
               .rd(instr[11:7]), .wd(memRead ? memOut : aluResult), .rd1, .rd2);
    alu myalu(.a(rd1), .b(aluSrc ? imm : rd2), .aluControl, .result(aluResult));
    data_mem dm(.clk, .memWrite, .memRead, .addr(aluResult), .wd(rd2), .rd(memOut));
    always_ff @(posedge clk) begin
        pc_reg <= pc_reg + 4;
    end
endmodule
module immediate_generator(
    input logic [31:0] instr,
    output logic [31:0] imm
);
    logic [6:0] opcode;
always @(*) begin
    case (instr[6:0])
        7'b0010011, 7'b0000011:  
            imm = {{20{instr[31]}}, instr[31:20]};
        7'b0100011:  
            imm = {{20{instr[31]}}, instr[31:25], instr[11:7]};
        default:
            imm = 32'd0;
    endcase
end
endmodule
module regfile(
    input logic clk,
    input logic we,
    input logic [4:0] rs1, rs2, rd,
    input logic [31:0] wd,
    output logic [31:0] rd1, rd2
);
    logic [31:0] regs[0:31];
    assign rd1 = regs[rs1];
    assign rd2 = regs[rs2];
    always_ff @(posedge clk) begin
        if (we && rd != 0)
            regs[rd] <= wd;
    end
endmodule
module data_mem(
    input logic clk,
    input logic memWrite,
    input logic memRead,
    input logic [31:0] addr,
    input logic [31:0] wd,  
    output logic [31:0] rd  
);
    logic [31:0] dmem[0:31];
    initial begin
        $readmemh("testvectors/data.hex", dmem);   
    end
    always_ff @(posedge clk) begin
        if (memWrite)
            dmem[addr >> 2] <= wd;
    end
    assign rd = dmem[addr >> 2];
endmodule
module instruction_memory(
    input logic [31:0] addr,
    output logic [31:0] instr
);
    logic [31:0] imem[0:31];
    initial begin
        $readmemh("testvectors/program.hex", imem);   
    end
    assign instr = imem[addr >> 2];   
endmodule
module top(
    input logic clk,
    input logic reset,
    output logic [31:0] pc,
    output logic [31:0] instr,
    output logic [31:0] cycle
);
    logic [31:0] internal_cycle;
    always_ff @(posedge clk) begin
        if (reset)
            internal_cycle <= 0;
        else
            internal_cycle <= internal_cycle + 1;
    end
    assign cycle = internal_cycle;
    datapath dp (
        .clk(clk),
        .reset(reset),
        .pc(pc),
        .instr(instr)
    );
endmodule
```
**./run.sh**
```bash
#!/bin/bash
# OpenROAD 26Q1-2900-gdf79404cd8, Yosys 0.63+post, stock flow scripts
make -C /OpenROAD-flow-scripts/flow DESIGN_CONFIG=/design/flow/config.mk WORK_HOME=/design/flow/orfs finish
```
==> flow_summary.ini <==
; physical design summary
[run_status]
status = completed

[clocking]
postCtsHoldBufs = 0
cts_made_buffers = 9
cts_max_path_buffers = 2
worstSkewPairLatency_ns = 0.33
cts.clk_slew.worst_paths_ns = 0.06
cts-root-buf = clkbuf_8
cts_tree = done
htreeDepth = 3
post_cts_buffers = 0
cts_resized = 0
cts.sinks = 62

[synth]
area_leaders = dfxtp_1, buf_4, xnor2_1
syn_area_per_cell_um2 = 9.064
top_area_cell = dfxtp_1
synth_seq_share_pct = 43.47
top_cell_area_share_pct = 43.47
syn_inst = 315
yosysWarnings = 0
ys.flops = 62
yosysCellCount = 315
top_cells_by_count = dfxtp_1, buf_4, xnor2_1
ff_type = dfxtp_1
synth.most_common_cell = dfxtp_1
syn-cell-area_um2 = 2855
synthArstFlopShare_pct = 0
ys_types = 31
synth-area-yosys_um2 = 2855
edf_count = 0

[finish]
instances_no_fill = 480
synthToLayoutAreaGrowth_pct = 26.99
largest_reg_flops = 32
stdcell_area_um2 = 3626
drive_gt1_share_pct = 5.469

[floorplan]
coreArea_um2 = 6832
io_pins = 98
rows = 30
die_height_um = 86.49
die_area_um2 = 7480
die_w_um = 86.49
fp_util_pct = 41.79

[placed_design]
hpwl_um = 3928
dp.cells = 465
io_buffers = 63
gp_congestion = 0.8311
placed_area_um2 = 3438

[timing]
finalSetupViolations = 0
slew_headroom_pct = 42.26
slew_violations = 0
max_freq_mhz = 441.5
fin_setup_tns_ns = 0
fin_crit_ns = 2.265
worst_slew_pin_slew_ns = 0.8582
rsz0062_at_grt = false
hold_viol = 0
post-route-period-util_pct = 55.24
fin_skew_ns = 0.006684

[routing]
antennaDiodeCount = 0
drt_iter0_markers = 96
viasPerCell = 4.719
drt-wirelength-per-cell_um = 11.56
dr.pass1.iters = 4
drt_wl_total_um = 5550
drcViolationCount = 0
vias = 2265
ant_nets = 0

[global_route]
grt_max_degree = 33
gr-total-overflow = 0
grt_pass1_wl_um = 9183
first_global_vias = 1948
antenna_found_initial = 0
grtUsageTotal_pct = 15.34

[critical_path]
worstSetupPathType = reg -> reg
crit_required_ns = 4.36
cp_num_buf_inv = 0
start_kind = register
crit_path_max_incr_delay_ns = 0.80
worstPathCellList = nand3_2, or4_1, or4_1, a21oi_1
path_max_fanout = 17
cp.arrival_ns = 2.52
cp_common_cell = or4_1
slowest_stage = or4_1
worstSetupEndpointType = register
path_delay_family = simple AND/OR/NAND/NOR gates

[power_and_ir_drop]
p_leak_nw = 1.284
vdd.ir_drop.worst_v = 0.0001153
cellPowerDensity_nw_per_um2 = 313.0

[flow_run]
cap_violations = 0
warnings = 25

[hold_path]
min_path_type = reg -> reg
cells by family (layout without fill, tap and decap cells):
logic type	count (synthesis)	count (layout)	share of synthesized area, %
AND/OR/NAND/NOR	122	122	24.85
flip-flops	62	62	43.47
buffers and inverters	51	87	11.52
XOR/XNOR	39	39	11.96
AND-OR/OR-AND	38	38	7.186
adder cells (fa/ha/maj)	2	2	0.8763
other	1	34	0.1313
worst register-to-register path, cell delays in order, from the launching register on:
cell and delay (ns):
dfxtp_1 0.49, nand3_2 0.18, or4_1 0.80, or4_1 0.59, a21oi_1 0.15
power by group:
group	switching, W	internal [W]	leakage [nW]
clock	0.000220	0.000289	0.102
sequential	0.00000396	0.000605	0.500
combinational	0.00000894	0.00000797	0.683
layout by cell type (no fill, tap or decap), drive strengths merged, types with 5 or more instances in the layout:
cell,n
nand2,20
clkdlybuf4s50,63
nand3,19
xnor2,24
nor2,18
dfxtp,62
nor3,6
or3,14
a21oi,19
nor4,6
and4,5
conb,34
o21ai,13
or4,12
clkbuf,10
o31ai,6
nand4,14
xor2,15
inv,8
through the flow:
| stage | power [W] | worst slack [ns] | utilization [%] | hold slack, ns |
|---|---|---|---|---|
| global route | 0.001191 | 1.652 | 53.08 | 0.4384 |
| CTS | 0.001153 | 1.830 | 53.08 | 0.4236 |
| detailed placement | 0.0006393 | 1.856 | 50.33 | 0.4054 |
| finish | 0.001135 | 1.835 | 53.08 | 0.4168 |
| global placement | 0.0006399 | 1.901 | 50.33 | 0.4046 |
| floorplan | 0.0006519 | 2.031 | - | 0.3703 |
worst paths after layout:
check,cells past startpoint,from,to,slack [ns]
setup / recovery,4,cycle[2]$_SDFF_PP0_,cycle[25]$_SDFF_PP0_,1.84
hold / removal,1,dp.pc[2]$_DFF_P_,dp.pc[2]$_DFF_P_,0.42
setup reg to reg,4,cycle[2]$_SDFF_PP0_,cycle[25]$_SDFF_PP0_,1.84
hold reg to reg,1,dp.pc[2]$_DFF_P_,dp.pc[2]$_DFF_P_,0.42
final cells by class:
cell class                      count  area, µm²
Clock buffer                       10      137.6
Clock inverter                      5      50.05
Fill cell                         640       3206
Inverter                            8      30.03
Multi-Input combinational cell    235       1409
Sequential cell                    62       1241
Tap cell                           96      120.1
Timing Repair Buffer               64      638.1
metal layers:
metal  global-route usage, %  vias up  part of all wire (%)
met3                   2.319        8                   4.9
met1                   24.31     1023                    50
li1                        -     1173                     -
met5                       0        -                     0
met4                   2.879        0                   1.1
met2                   23.02       61                    44
Power figures rest on the tool's default switching activity, not on a simulated workload.
